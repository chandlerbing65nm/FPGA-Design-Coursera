**config.mk**
```make
export PLATFORM = sky130hd
export DESIGN_NAME = RAM128x32
export DESIGN_NICKNAME = RAM128x32
export VERILOG_FILES = /design/flow/design.v
export SDC_FILE = /design/flow/constraint.sdc
export NUM_CORES = 4
export LEC_CHECK = 1
export CORE_UTILIZATION = 40
export SYNTH_HDL_FRONTEND = slang
```
**constraint.sdc**
```tcl
current_design RAM128x32

set clk_period 9.2
set clk_io_pct 0.2

create_clock -name clk0 -period $clk_period [get_ports {clk}]

set non_clock_inputs [all_inputs -no_clocks]
set_input_delay [expr $clk_period * $clk_io_pct] -clock clk0 $non_clock_inputs
set_output_delay [expr $clk_period * $clk_io_pct] -clock clk0 [all_outputs]
```
**design.v**
```verilog
module RAM128x32 
#(
  parameter Data_width = 32,   
            Addr_width = 7   
  )
  (   
    input wire clk,
    input wire we,
    input wire [(Addr_width-1):0] address, 
    input wire [(Data_width-1):0] d,
    output wire [(Data_width-1):0] q
  );
	reg [(Addr_width-1):0]ram[(Data_width-1):0];
	reg [(Addr_width-1):0]read_a;
		always@(posedge clk)
			begin
				if (we == 1'b1)
					begin
					ram[address] <= d;
					end
				read_a <= address;
			end
		assign q = ram[read_a];
endmodule
```
**run.sh**
```bash
#!/bin/bash
# OpenROAD 26Q1-2900-gdf79404cd8, Yosys 0.63+post, stock flow scripts
make -C /OpenROAD-flow-scripts/flow DESIGN_CONFIG=/design/flow/config.mk WORK_HOME=/design/flow/orfs finish
```
==> results.ini <==
[outcome]
status=completed

[setup_path]
critPathLaunchType=flip-flop
cpPeakStageDelay_ns=0.74
criticalPathCategory=flip-flop to output port
crit_required_ns=7.36
worstPathArrival_ns=3.71
endpoint_kind=output port
cp_common_cell=mux4_2
path_cells=buf_4 -> mux4_2 -> mux4_2 -> mux2_2 -> clkdlybuf4s50_1
cp_slowest_cell=dfxtp_4
critical_path.max_fanout=29

[yosys]
ys_ff=229
syn_area_mm2=0.00898
synth.most_common_cell=edfxtp_1
ys_warn_count=0
ys_types=16
yosysCellCount=394
syn_area_per_cell_um2=22.8
top_cell_area_share=0.749
synth-edff-count=224
largest_area_cell=edfxtp_1
synthTopCellsByArea=edfxtp_1, mux4_2, buf_4
async_reset_ff_frac=0
netlist_instances=394
ys_seq_frac=0.760
flop_cell=edfxtp_1
top_cells_by_count=edfxtp_1, mux4_2, nor2_1, buf_4, clkbuf_1
ys_chip_area_mm2=0.00898

[final_timing]
drv_slew=0
period_minus_slack_ns=5.55
slew_headroom=0.471
rsz0062_at_grt=no
tightest_slew_ns=0.793
min_period_over_period=0.604
finalHoldViolCount=0
setup_violations=0
finalSetupTns_ns=0
clock.fmax_mhz=180

[routing]
avgRoutedWirePerCell_um=23.3
routed_wl_um=16900
dr_wl_met2_um=7990
drc=0
dr.first_iter.drc_count=217
vias=3915
ant_nets=0
top_layer_used=met4
wl_met3_um=1880
wirelength_met1_um=6650
diodes=0
via_per_inst=5.39
drt_pass1_iterations=4

[floorplan]
chip_area_mm2=0.0231
die_y_um=152
io_pins=73
coreArea_mm2=0.0219
die_w_um=152
num_rows=54
fp_util=0.410

[power]
clockPowerShare=0.397
p_seq_frac=0.552
sw_frac_of_total=0.200
power_frac_comb=0.051
peakVddDrop_v=0.000130
p_switching_mw=0.423
power_leakage_nw=3.13
powerDensity_mw_per_mm2=209
internal_power_mw=1.69

[hold_path]
min_path_type=input port to flip-flop
worstHoldStart=address[0]

[global_routing]
grt_max_degree=48
grt_usage=0.164
antenna_found_initial=0
grt_pass1_wl_um=25600
gr-total-overflow=0
grt_pass1_vias=4283

[final_layout]
largest_reg_flops=224
area_growth_pct=12.3
utilization=0.461
regMostFlops=ram
instances_no_fill=726
drive_gt1_frac=0.274
top_regs=ram: 224 flops

[cts]
clk_pin_slew_worst_paths_ns=0.06
clk_root_buffer_cell=clkbuf_16
post_cts_buffers=0
cts_tree=built
cts_hold_buf=0
cts_max_path_buffers=3
htreeDepth=1
cts.repair.resized=0
cts_sinks=229
cts_buffers=23

[placement]
gp_congestion=0.806
dp_cells=686
port_buffers=20
dp_hpwl_um=10200

[job]
cap_violations=0
log.warning_count=52

-- power groups by stage --
| stage | Combinational, mW | Sequential [mW] | Clock [mW] |
|---|---|---|---|
| 4_1_cts | 0.110 | 1.17 | 0.854 |
| 5_1_grt | 0.117 | 1.17 | 0.893 |
| 6_report | 0.107 | 1.17 | 0.839 |
-- metal layers --
layer,GRT usage,vias to the layer above
met1,0.241,2021
met3,0.0866,26
met4,0.0300,0
li1,-,1671
met5,0,-
met2,0.243,197
-- worst max-delay path, delay by kind of cell (launching register included) --
kind,cells,cell delay (ns)
buffers and inverters,2,1.01
flip-flops,1,0.74
multiplexers,3,1.44
-- placed cells by master (no fill, tap or decap), drive strengths merged --
| master | count |
|---|---|
| buf | 10 |
| clkbuf | 32 |
| clkdlybuf4s50 | 20 |
| clkinv | 6 |
| conb | 25 |
| dfxtp | 5 |
| edfxtp | 224 |
| inv | 2 |
| mux2 | 7 |
| mux4 | 70 |
| nand2 | 1 |
| nand3 | 2 |
| nand3b | 5 |
| nor2 | 33 |
| or3 | 1 |
| or3b | 3 |
-- metrics by stage --
step / setup slack (ns) / hold slack [ns] / power (mW) / area (um^2)
2_1_floorplan: 5.36 / 1.87 / 1.25 / 9070
3_3_place_gp: 4.07 / 2.43 / 1.30 / 9410
3_5_place_dp: 4.06 / 2.43 / 1.30 / 9410
4_1_cts: 3.54 / 1.93 / 2.13 / 10100
5_1_grt: 3.40 / 1.93 / 2.18 / 10100
6_report: 3.65 / 1.95 / 2.11 / 10100
-- logic make-up after synthesis --
logic type,Yosys count,share of synthesized area
flops,229,0.760
simple gates,45,0.0231
other cells,1,0.000417
mux,77,0.184
buf+inv,42,0.0324
-- path summary, 6_finish.rpt --
path | to | slack (ns) | depth (start not counted)
min | flip-flop | 1.95 | 1
max | q[5] | 3.65 | 5
-- area by class of cell --
| type | instances | area, um^2 |
|---|---|---|
| clock inverter | 8 | 46.3 |
| tap | 280 | 350 |
| timing repair buffer | 30 | 275 |
| sequential | 229 | 6830 |
| multi-input combinational | 147 | 1960 |
| clock buffer | 32 | 629 |
| fill | 1778 | 11800 |
Power is estimated from default activity; no workload was simulated.
