**run.sh**
```bash
#!/bin/bash
# OpenROAD 26Q1-2900-gdf79404cd8, Yosys 0.63+post, stock flow scripts
make -C /OpenROAD-flow-scripts/flow DESIGN_CONFIG=/design/flow/config.mk WORK_HOME=/design/flow/orfs finish
```
**design.v**
```verilog
module ALU ( 
  input [2:0] Op_code,
  input [31:0] A, B,
  output [31:0] Y
);
reg [31:0] out;
wire [31:0] A1, B1;
assign A = A1;
assign B = B1;
	always@(B1 or A1 or Op_code)
	begin
		case(Op_code)
		000: out = A1;
		001: out = A1 + B1; 
		010: out = A1 - B1;
		011: out = A1 & B1;
		100: out = A1 | B1;
		101: out = A1 + 1'b1;
		110: out = A1 - 1'b1; 
		111: out = B1;
		default: out = A1 + B1;
		endcase
	end
assign Y = out;
endmodule
```
**config.mk**
```make
export PLATFORM = sky130hd
export DESIGN_NAME = ALU
export DESIGN_NICKNAME = ALU
export VERILOG_FILES = /design/flow/design.v
export SDC_FILE = /design/flow/constraint.sdc
export NUM_CORES = 4
export LEC_CHECK = 1
export CORE_UTILIZATION = 30
export SYNTH_HDL_FRONTEND = slang
```
**constraint.sdc**
```tcl
current_design ALU

set clk_period 22.2
set clk_io_pct 0.2

create_clock -name clk0 -period $clk_period

set non_clock_inputs [all_inputs -no_clocks]
set_input_delay [expr $clk_period * $clk_io_pct] -clock clk0 $non_clock_inputs
set_output_delay [expr $clk_period * $clk_io_pct] -clock clk0 [all_outputs]
```
==> reports/metrics.yaml <==
run_status:
  status: "finished, final reports clean"
clock_network:
  cts-hold-fix-buffers: 0
  post_cts_resized: 0
  postCtsSetupBuffers: 0
power_and_ir_drop:
  leakage_nw: 1.311
  worst_ir_drop_vdd_v: 0.00001180
  p_per_area_mw_per_mm2: 29.89
global_route:
  grtUsageMet3: 0.01632
  antenna_found_initial: 0
  busiest_layer: "met2"
  grt.met1_usage: 0.2603
  grtUsageTotal: 0.1720
  grt_pass1_vias: 2541
  use_met2: 0.2793
  grt_overflow: 0
  grt_pass1_wl_mm: 11.87
  grt_max_degree: 48
logic_synthesis:
  yosysWarnings: 0
  synthesis.area_mm2: 0.002326
  ys_cells: 348
  synth_cell_types: 65
  avgSynthCellArea_um2: 6.684
  ys_chip_area_mm2: 0.002326
  ys_seq_share: 0
  synthCells: 348
timing:
  hold_viol: 0
  rsz0062_at_grt: "false"
  fin_crit_sh: 0.5391
  relSlewSlack: 0.4689
  setup_slack_ns: 10.23
  max_freq_mhz: 83.55
  tightest_slew_ns: 0.7864
  setup_viol: 0
  period_needed_ns: 11.97
  setup_tns_ns: 0
  drv_slew: 0
die:
  rows: 31
  io_pins: 99
  core_mm2: 0.007370
  die_x_um: 90.05
  fp-utilization: 0.3156
  dieArea_mm2: 0.008109
  die_height_um: 90.05
route:
  drt_iter0_markers: 82
  routedWlPerCell_um: 13.24
  antenna_left: 0
  first_pass_iters: 4
  drc: 0
  antenna-diode-count: 0
  num_vias: 2790
  avgViaCountPerCell: 5.284
  routed_wl_mm: 6.989
run:
  warnings: 32
  drv_cap: 0
place:
  port_buffers: 99
  gp_congestion: 0.8924
  place_hpwl_mm: 5.788
  dp_slack_ns: 10.24
worst_setup_path:
  required_ns: 17.76
  critical_path_arrival_ns: 7.53
  crit_type: "in -> out"
  critPathMaxFanout: 4
  endpoint_kind: "output port"
  startpoint_type: "primary input"
hold_path:
  whs_endpoint: "Y[0]"
  hold_start: "A[0]"
  hold_depth: 4
  hp-class: "in -> out"
layout:
  nFlopsAndLatches: 0
  clock_buffer_count: 0
  area_growth_pct: 43.63
  n_fill_cell: 759
  drive_gt1_frac: 0.04429
  most-common-layout-cells: "clkdlybuf4s50_1 (99), nand2_1 (49), a21oi_1 (47)"
  final_common_cell: "clkdlybuf4s50_1"
  seq_area_um2: 0
[final cells by class]
class	instances	area, um^2	share of cell area
multi-input combinational	324	2196	0.6573
timing repair buffer	101	1006	0.3011
tap	99	123.9	0.03708
inverter	4	15.01	0.004494
[critical path: stages]
cell and delay, ns:
clkdlybuf4s50_1 0.48, ha_1 0.22, fa_1 0.23, a21o_1 0.15, nand4_1 0.25, a21o_1 0.31
a2111oi_2 0.50, a211oi_2 0.15, xor2_1 0.16, a21oi_1 0.16, clkdlybuf4s50_1 0.47
[cells by family after synthesis]
kind of cell / share of synthesized area
AND/OR/NAND/NOR: 0.2943
buffers and inverters: 0.05809
adder cells (fa/ha/maj): 0.1754
AND-OR/OR-AND: 0.3706
XOR/XNOR: 0.07908
multiplexers: 0.02259
[metal layers]
metal  wire length, um  share of wire
met2              3103           0.44
met3               372          0.053
met5                 0              0
met4                24         0.0034
met1              3488           0.50
[Yosys cell counts (2+ instances only)]
cell type  count  area (um^2)
nand2_1       49        183.9
clkbuf_1      10        37.54
nand2b_1       4        25.02
nor2b_1        3        18.77
buf_6          5        56.30
nand4_1       10        62.56
nor2_1        37        138.9
o21ai_1        7        35.03
and4_1         3        26.28
nand3_1        6        30.03
a21oi_2        2        17.52
nor3_1         7        35.03
o21bai_1       4        30.03
o31ai_1        4        30.03
inv_1          4        15.01
o21ai_0       15        75.07
buf_2          3        15.01
or3_1          2        12.51
ha_1          31        387.9
nor3b_1        2        15.01
a21o_1        11        82.58
and2_1         3        18.77
o211a_1        2        20.02
and4_4         2        22.52
a31oi_1        4        25.02
xnor2_1       14        122.6
xor2_1         7        61.31
a21oi_1       47        235.2
a2111oi_2      2        30.03
mux2i_1        3        30.03
mux2_2         2        22.52
o221ai_1       3        26.28
a211oi_1       2        15.01
o21a_1         7        52.55
[worst max-delay path by stage]
| stage | from | endpoint |
|---|---|---|
| 4_1_cts | A[0] | Y[30] |
| 5_1_grt | A[0] | Y[28] |
| 6_report | A[0] | Y[30] |
[metrics by stage]
step	hold slack (ns)	util	std cells	instance area (um^2)	power (W)
floorplan	8.911	-	348	2326	0.00005486
global placement	9.791	0.4533	528	3341	0.00009983
detailed placement	9.805	0.4533	528	3341	0.00009952
CTS	9.811	0.4533	528	3341	0.0001004
global route	9.849	0.4533	528	3341	0.0001110
finish	9.802	0.4533	528	3341	0.00009985
[where the power goes]
| part | total [W] | switching (W) | internal (W) | leakage, nW |
|---|---|---|---|---|
| Clock | 0 | 0 | 0 | 0 |
| Combinational | 0.0000998 | 0.0000425 | 0.0000573 | 1.31 |
| Sequential | 0 | 0 | 0 | 0 |
| Total | 0.0000998 | 0.0000425 | 0.0000573 | 1.31 |
Power figures rest on the tool's default switching activity, not on a simulated workload.
