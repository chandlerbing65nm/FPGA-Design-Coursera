--- design/flow/config.mk ---
export PLATFORM = sky130hd
export DESIGN_NAME = FIFO8x9
export DESIGN_NICKNAME = FIFO8x9
export VERILOG_FILES = /design/flow/design.v
export SDC_FILE = /design/flow/constraint.sdc
export NUM_CORES = 4
export LEC_CHECK = 1
export CORE_AREA = 10 10 98 98
export DIE_AREA = 0 0 108 108
export SYNTH_HDL_FRONTEND = slang
--- design/flow/design.v ---
module FIFO8x9(
  input clk, rst,
  input RdPtrClr, WrPtrClr, 
  input RdInc, WrInc,
  input [8:0] DataIn,
  output reg [8:0] DataOut,
  input wire rden, wren);
	reg [8:0] fifo_array[7:0];
	reg [2:0] wrptr, rdptr;
	reg [8:0] dmuxout;
	reg [7:0] en;
	integer i;
	always@(posedge clk or posedge rst)
		begin 
			if (rst == 1'b1)
			begin
				for (i=0; i<8; i=i+1)
				begin
				fifo_array[i] <= 9'b0;
				end
			end
			else if (wren == 1'b1)
				begin
					for (i=0; i<8; i=i+1)
					begin
						if (en == 1'b1)
							begin
							fifo_array[i] <= DataIn;
							end
						else 
							begin
							fifo_array[i] <= fifo_array[i];
							end
					end
				end
		end
	always@(posedge clk or posedge rst)
		begin
			if (rst == 1'b1)
				begin
				rdptr <= 3'b0;
				end
			else if (RdPtrClr == 1'b1)
				begin
				rdptr <= 3'b0;
				end
			else if (RdInc == 1'b1)
				begin
				rdptr <= rdptr + 1'b1;
				end
		end
	always@(posedge clk or posedge rst)
		begin
			if (rst == 1'b1)
				begin
				wrptr <= 3'b0;
				end
			else if (WrPtrClr == 1'b1)
				begin
				wrptr <= 3'b0;
				end
			else if (WrInc == 1'b1)
				begin
				wrptr <= wrptr + 1'b1;
				end
		end
	always@(rdptr)
		begin
			case (rdptr)
				000:dmuxout <= fifo_array[0];
				001:dmuxout <= fifo_array[1];
				010:dmuxout <= fifo_array[2];
				011:dmuxout <= fifo_array[3];
				100:dmuxout <= fifo_array[4];
				101:dmuxout <= fifo_array[5];
				110:dmuxout <= fifo_array[6];
				default: dmuxout[7] <= fifo_array[7];
			endcase
		end
	always@(wrptr) 
		begin
			case (wrptr)
				000:en <= 8'b00000001;
				001:en <= 8'b00000010;
				010:en <= 8'b00000100;
				011:en <= 8'b00001000;
				100:en <= 8'b00010000;
				101:en <= 8'b00100000;
				110:en <= 8'b01000000;
				default: en <= 8'b10000000;
			endcase
		end
	always@(rden or dmuxout)
		begin
			if (rden == 1'b1)
				begin
				DataOut <= dmuxout;
				end
			else
				begin
				DataOut <= 9'bZ;
				end
		end
endmodule
--- design/flow/run.sh ---
#!/bin/bash
# OpenROAD 26Q1-2900-gdf79404cd8, Yosys 0.63+post, stock flow scripts
make -C /OpenROAD-flow-scripts/flow DESIGN_CONFIG=/design/flow/config.mk WORK_HOME=/design/flow/orfs finish
--- design/flow/constraint.sdc ---
current_design FIFO8x9

set clk_period 2.5
set clk_io_pct 0.2

create_clock -name clk0 -period $clk_period [get_ports {clk}]

set non_clock_inputs [all_inputs -no_clocks]
set_input_delay [expr $clk_period * $clk_io_pct] -clock clk0 $non_clock_inputs
set_output_delay [expr $clk_period * $clk_io_pct] -clock clk0 [all_outputs]
==> job_summary.md <==
## PnR job results

| Metric | Value |
|---|---|
| Final non-filler cell area | 0.00128 mm² |
| Die area | 0.0117 mm² |
| Max clock buf depth | 2 |
| DRT Pass-1 Iters | 2 |
| Clk ins delay skew pair | 240 ps |
| CP peak stage delay | 420 ps |
| Non-filler instance count after layout | 192 |
| Resize count post-CTS | 0 |
| Synthesized instance count | 62 |
| CP arrival | 1840 ps |
| Final hold vios | 0 |
| Yosys Instances | 62 |
| Gr ovfl total | 0 |
| Max VDD drop | 152 µV |
| Crit-path max FO | 4 |
| All-layer global routing usage | 3.14% |
| First-pass GRT wire length | 2.92 mm |
| Tmin final | 2340 ps |
| Iter 0 DRT Violations | 6 |
| Reg clk slew, reported paths | 60 ps |
| Initial antenna violation count | 0 |
| Cell Type Count | 15 |
| Pwr dens | 611 mW/mm² |
| Fillers | 826 |
| Yosys Warn Count | 0 |
| Final HPWL DP | 1.46 mm |
| Post-Route Skew | 3.85 ps |
| Tool warnings | 30 |
| Number of unconstrained endpoints | 16 |
| # diodes | 0 |
| Number of global-route vias before repair | 552 |
| Final RePlAce weighted congestion | 0.690 |
| Final ANT Viol Nets | 0 |
| Peak Freq | 426 MHz |
| Die y size | 108 µm |
| Top Layout Cells | clkdlybuf4s50_1, dfrtp_1, mux2_4 |
| Number of vias per cell | 2.61 |
| H-tree depth | 1 |
| Fraction of layout cells with a size suffix above 1 | 20.0% |
| Crit-path cells | inv_1 > ha_1 > o21bai_2 > mux2_2 > clkdlybuf4s50_1 |
| CTS tree | yes |
| Vias after detailed routing | 502 |
| Crit path kind | flip-flop to output port |
| CTS Hold Bufs | 0 |
| Num ports | 26 |
| Clk Tree Root Cell | clkbuf_8 |
| Layout area overhead | 47.7% |
| Most numerous logic cell after layout | clkdlybuf4s50_1 |
| Largest net degree at the start of global routing | 16 |
| Final Slew Violations | 0 |
| Part of the cycle the worst path needs | 93.8% |
| Placed inst area | 0.00123 mm² |
| Placed insts | 188 |
| Final setup fails | 0 |
| Total power | 0.784 mW |
| Row cnt | 32 |
| RSZ-0062 raised after global routing | false |
| Measured slew at the worst slew-check pin | 614 ps |
| Routed wire length | 1.78 mm |
| Yosys reg bits | 23 |
| Pleak | 0.556 nW |
| Core Area | 0.00765 mm² |
| Register pins left without a clock | 8 |
| Setup Buffers After CTS | 0 |
| Die Span X | 108 µm |
| DRC violations left | 0 |
| Starting Density | 11.4% |
| CP Capture Type | output port |
| Post-Syn Area per Cell | 14.0 µm² |
| Run status | finished, final reports clean |
| Worst hold path class | flip-flop to flip-flop |
| Area reported by Yosys stat | 868 µm² |
| Cell Area, Synth | 868 µm² |
| Logic area | 343 µm² |
| Port bufs | 24 |
| Final worst slack | 155 ps |
| Wire per inst | 9.24 µm |
| Setup TNS | 0 ps |
| CP Launch Type | flip-flop |
| Slew HR | 59.0% |
| Total of max-cap violations | 0 |
| Pre-CTS setup slack | 352 ps |
| Slowest-stage cell, CP | clkdlybuf4s50_1 |
| Seq. cell area | 495 µm² |
| Total CTS buffers | 3 |
| CP required | 2000 ps |
==> final timing paths <==
| kind | startpoint | to | slack (ps) | cells after the start |
|---|---|---|---|---|
| hold / removal | fifo_array[67] | fifo_array[67] | 500 | 1 |
| setup / recovery | rdptr[0] | DataOut[7] | 160 | 5 |
| min in group asynchronous | rst | fifo_array[65] | 630 | 2 |
| hold reg to reg | fifo_array[67] | fifo_array[67] | 500 | 1 |
| max in group asynchronous | rst | rdptr[1] | 1480 | 2 |
| setup reg to reg | wrptr[0] | fifo_array[69] | 960 | 4 |
==> worst max-delay path: cells and delay by family (launching register included) <==
family / cells / cell delay [ps]
buffers and inverters: 2 / 480
DFF: 1 / 410
muxes: 1 / 350
adders and majority gates: 1 / 200
AOI/OAI and AO/OA: 1 / 170
==> power by group <==
part	total, mW	switching [mW]	leakage [nW]	internal [mW]
combinational	0.214	0.0571	0.281	0.157
clock	0.193	0.0830	0.0255	0.110
sequential	0.376	0.0358	0.249	0.340
total	0.784	0.176	0.556	0.608
==> cell families after synthesis <==
| logic type | Yosys count | synth area share [%] |
|---|---|---|
| adders and majority gates | 6 | 8.65 |
| and+or+nand+nor | 7 | 4.90 |
| DFF | 15 | 43.2 |
| AOI/OAI and AO/OA | 5 | 4.32 |
| muxes | 12 | 19.2 |
| buffers and inverters | 7 | 3.89 |
| latches | 8 | 13.8 |
| xor gates and xnor gates | 2 | 2.02 |
==> final cells by class <==
type,count,area share (%)
Timing Repair Buffer,25,19.3
Multi-Input combinational cell,32,26.7
Clock inverter,1,0.390
Tap cell,102,9.95
Inverter,6,1.76
Clock buffer,3,3.22
Sequential cell,23,38.6
==> layer usage <==
metal | vias to the layer above | track usage, % | part of all wire, %
met1 | 220 | 4.26 | 49
met4 | 0 | 0.0954 | 0
met5 | - | 0 | 0
met3 | 0 | 1.81 | 12
met2 | 20 | 4.48 | 39
li1 | 262 | - | -
==> synthesized netlist by cell type <==
master	instances	area (µm²)
dfrtp_1	15	375
mux2_4	9	135
dlxtp_1	8	120
ha_1	6	75.1
inv_1	6	22.5
nor2_1	4	15.0
a21bo_2	2	20.0
a21oi_1	2	10.0
mux2i_1	2	20.0
nand3b_1	2	15.0
xnor2_1	2	17.5
and4bb_1	1	12.5
buf_6	1	11.3
mux2_2	1	11.3
o21bai_1	1	7.51
==> stage by stage <==
step | utilization, % | hold WS, ps
2_1_floorplan | - | 401
3_3_place_gp | 16.1 | 485
4_1_cts | 16.7 | 509
3_5_place_dp | 16.1 | 494
5_1_grt | 16.8 | 526
6_report | 16.8 | 502
==> sequential cells by signal, summed over array words and instances, names as in the netlist <==
name / cells
rdptr: 3
fifo_array: 9
wrptr: 3
dmuxout: 8
Power and IR drop assume default switching activity.
